===== design.v =====
`timescale 1ns / 1ps
module Bin_7Segment(
    input [3:0] Bin,
    output reg [7:0] Seven_Segment
    );
    always@ *
        case(Bin)
        4'b0000: Seven_Segment = 8'hC0;  
        4'b0001: Seven_Segment = 8'hF9;  
        4'b0010: Seven_Segment = 8'hA4;  
        4'b0011: Seven_Segment = 8'hB0;  
        4'b0100: Seven_Segment = 8'h99;  
        4'b0101: Seven_Segment = 8'h92;  
        4'b0110: Seven_Segment = 8'h82;  
        4'b0111: Seven_Segment = 8'hF8;  
        4'b1000: Seven_Segment = 8'h80;  
        4'b1001: Seven_Segment = 8'h98;  
        4'b1010: Seven_Segment = 8'h88;  
        4'b1011: Seven_Segment = 8'h83;  
        4'b1100: Seven_Segment = 8'hC6;  
        4'b1101: Seven_Segment = 8'hA1;  
        4'b1110: Seven_Segment = 8'h86;  
        4'b1111: Seven_Segment = 8'h8E;  
        default: Seven_Segment = 8'hC0;
        endcase
endmodule

===== run.sh =====
#!/bin/bash
# OpenROAD 26Q1-2900-gdf79404cd8, Yosys 0.63+post, stock flow scripts
make -C /OpenROAD-flow-scripts/flow DESIGN_CONFIG=/design/flow/config.mk WORK_HOME=/design/flow/orfs finish

===== config.mk =====
export PLATFORM = sky130hd
export DESIGN_NAME = Bin_7Segment
export DESIGN_NICKNAME = Bin_7Segment
export VERILOG_FILES = /design/flow/design.v
export SDC_FILE = /design/flow/constraint.sdc
export NUM_CORES = 4
export LEC_CHECK = 1
export CORE_AREA = 10 10 70 70
export DIE_AREA = 0 0 80 80

===== constraint.sdc =====
current_design Bin_7Segment

set clk_period 1.3
set clk_io_pct 0.2

create_clock -name clk0 -period $clk_period

set non_clock_inputs [all_inputs -no_clocks]
set_input_delay [expr $clk_period * $clk_io_pct] -clock clk0 $non_clock_inputs
set_output_delay [expr $clk_period * $clk_io_pct] -clock clk0 [all_outputs]

==> impl_metrics.xml <==
<?xml version="1.0" encoding="UTF-8"?>
<metrics>
  <group name="final_timing">
    <metric name="grt_setup_unrepaired" unit="">yes</metric>
    <metric name="setup_viol" unit="">7</metric>
    <metric name="hold_viol" unit="">0</metric>
    <metric name="timing.final.crit_share" unit="">1.140</metric>
    <metric name="finalSetupTns" unit="ns">-0.7389</metric>
    <metric name="final_count_of_pins_violating_max_slew" unit="">0</metric>
    <metric name="finalCriticalPeriod" unit="ns">1.483</metric>
    <metric name="layout_setup_ws" unit="ns">-0.1826</metric>
    <metric name="fmax" unit="GHz">0.6745</metric>
  </group>
  <group name="job">
    <metric name="openroad.warnings" unit="">39</metric>
    <metric name="cap_violations" unit="">0</metric>
  </group>
  <group name="setup_path">
    <metric name="critical_path.startpoint_type" unit="">input pin</metric>
    <metric name="worst_path_dominant_cell_family" unit="">simple AND/OR/NAND/NOR gates</metric>
    <metric name="critical_path.max_fanout" unit="">2</metric>
    <metric name="critical_path_depth" unit="">8</metric>
    <metric name="critical_path_buf_inv_count" unit="">4</metric>
    <metric name="critical_path_arrival" unit="ns">1.22</metric>
    <metric name="crit_slowest_cell" unit="">or3b_1</metric>
    <metric name="path_class" unit="">input pin to output port</metric>
    <metric name="worst_path_cell_trace" unit="">buf_8 &gt; inv_8 &gt; buf_12 &gt; ha_4 &gt; nor2b_2 &gt; or3b_1 &gt; o21ai_1 &gt; buf_2</metric>
    <metric name="end_kind" unit="">output port</metric>
    <metric name="critical_path_required_time" unit="ns">1.04</metric>
    <metric name="critical_path.max_stage_delay" unit="ns">0.37</metric>
    <metric name="critPathLaunch" unit="">Bin[1]</metric>
  </group>
  <group name="final_layout">
    <metric name="layout.area.seq" unit="µm²">0</metric>
    <metric name="clock_buffer_count" unit="">0</metric>
    <metric name="fin_area" unit="µm²">643.1</metric>
    <metric name="number_of_sequential_cells" unit="">0</metric>
    <metric name="finalCoreUtilization" unit="">0.1883</metric>
    <metric name="area.growth.synth_to_final" unit="%">141.3</metric>
    <metric name="post_route_cells_drive_above_1_share" unit="">0.6667</metric>
  </group>
  <group name="synth">
    <metric name="yosys-stat-cells" unit="">36</metric>
    <metric name="synth.most_common_cell" unit="">ha_1</metric>
    <metric name="synthesis.area_per_instance" unit="µm²">7.403</metric>
    <metric name="synth.cells.most_frequent" unit="">ha_1, inv_1, mux2i_1, nor2_1, o21ai_0</metric>
    <metric name="synth_cells" unit="">36</metric>
    <metric name="post_synth_instance_area" unit="µm²">266.5</metric>
    <metric name="netlist-cell-type-count" unit="">21</metric>
    <metric name="yosysWarnings" unit="">1</metric>
    <metric name="ys_seq_frac" unit="">0</metric>
    <metric name="top_cells_by_area" unit="">ha_1, mux2i_1, a22o_1, o21ai_0, nand2b_1</metric>
    <metric name="post-synth-top-area-fraction" unit="">0.2817</metric>
    <metric name="yosys-stat-area" unit="µm²">266.5</metric>
    <metric name="synthDominantAreaCellType" unit="">ha_1</metric>
  </group>
  <group name="drt">
    <metric name="post_drt_via_cell_ratio" unit="">3.142</metric>
    <metric name="via_count" unit="">333</metric>
    <metric name="drc" unit="">0</metric>
    <metric name="routed_wire_length_per_instance" unit="µm">9.491</metric>
    <metric name="totalWireLength" unit="µm">1006</metric>
    <metric name="antennaDiodeCount" unit="">0</metric>
    <metric name="antenna_violating_nets_post_route" unit="">0</metric>
    <metric name="drtPass1Iterations" unit="">2</metric>
    <metric name="drt_first_iter_violations" unit="">8</metric>
  </group>
  <group name="hold_path">
    <metric name="holdCritPathClass" unit="">input pin to output port</metric>
    <metric name="hold_start" unit="">Bin[1]</metric>
    <metric name="hold-path-cell-count" unit="">4</metric>
  </group>
  <group name="place">
    <metric name="gpl.final_weighted_congestion" unit="">0.7224</metric>
    <metric name="detailed_place.area" unit="µm²">486.7</metric>
    <metric name="io_buffer_count" unit="">11</metric>
    <metric name="post_placement_setup_slack" unit="ns">-1.019</metric>
    <metric name="dp_hpwl" unit="µm">758.7</metric>
  </group>
  <group name="global_routing">
    <metric name="grt_pass1_vias" unit="">333</metric>
    <metric name="grt_start_max_net_pins" unit="">6</metric>
    <metric name="wire_length_of_the_first_global_routing_pass" unit="µm">1600</metric>
    <metric name="number_of_antenna_violations_at_the_first_check_in_global_routing" unit="">0</metric>
    <metric name="groute.usage.overall" unit="">0.02932</metric>
    <metric name="grt_overflow" unit="">0</metric>
  </group>
  <group name="floorplan">
    <metric name="dieArea" unit="mm²">0.006400</metric>
    <metric name="number_of_rows_created_at_floorplan" unit="">21</metric>
    <metric name="die_height" unit="µm">80</metric>
    <metric name="pin_count" unit="">12</metric>
    <metric name="core_area" unit="mm²">0.003416</metric>
    <metric name="floorplanUtilization" unit="">0.07802</metric>
    <metric name="chipWidth" unit="µm">80</metric>
  </group>
  <group name="pwr">
    <metric name="ir_worst_vdd" unit="mV">0.04112</metric>
    <metric name="p_leak" unit="nW">0.2927</metric>
    <metric name="power-per-cell-area" unit="mW/mm²">292.9</metric>
  </group>
  <group name="run_status">
    <metric name="failed_checks" unit="">setup timing</metric>
    <metric name="outcome" unit="">finished with violations</metric>
  </group>
</metrics>
-- where the power goes --
group	switching [mW]	leakage, nW	internal [mW]
Combinational	0.0740	0.293	0.114
Sequential	0	0	0
Clock	0	0	0
Total	0.0740	0.293	0.114
-- layout make-up --
class / count / area (µm²)
Timing Repair Buffer: 27 / 246.5
Inverter: 3 / 18.77
Multi-Input combinational cell: 30 / 320.3
Tap cell: 46 / 57.56
Fill cell: 373 / 2773
-- logic make-up after synthesis --
group	count (synthesis)	share of synthesized area
buf+inv	6	0.1268
fa+ha+maj	6	0.2817
other cells	1	0.01407
compound gates	9	0.2206
simple gates	10	0.2019
mux	4	0.1549
-- routing by layer --
| layer | track usage | part of all wire |
|---|---|---|
| met1 | 0.03296 | 0.39 |
| met2 | 0.06100 | 0.60 |
| met3 | 0.001136 | 0.012 |
| met4 | 0 | 0 |
| met5 | 0 | 0 |
-- worst min-delay path: stages --
cell,delay [ns]
buf_8,0.09
buf_6,0.11
a32o_1,0.14
buf_2,0.09
-- metrics by stage --
stage / power, mW / instances / hold slack [ns]
after floorplan: 0.05737 / 36 / 0.6201
after CTS: 0.1701 / 104 / 0.9392
after detailed placement: 0.1449 / 100 / 1.640
final: 0.1884 / 106 / 0.9385
after global routing: 0.2068 / 106 / 0.9627
after global placement: 0.1439 / 100 / 1.636
-- placed cells by master (no fill, tap or decap), types with 2 or more instances in the layout --
| cell | count |
|---|---|
| dlygate4sd2_1 | 3 |
| buf_12 | 2 |
| buf_8 | 2 |
| nand2b_4 | 2 |
| mux2i_1 | 3 |
| nor2_1 | 2 |
| buf_4 | 10 |
| buf_6 | 4 |
| ha_2 | 2 |
| o21ai_1 | 2 |
| nor2_2 | 2 |
| ha_4 | 4 |
| a22o_1 | 2 |
| buf_2 | 6 |
-- worst paths after layout --
kind,to
min,Seven_Segment[1]
max,Seven_Segment[0]
-- repair_timing --
| item | 4_1_cts | 5_1_grt |
|---|---|---|
| buffers inserted | 4 | 2 |
| hold buffers | 0 | 0 |
| setup endpoints to repair | 7 | 7 |
| pin swaps | 8 | 8 |
| gates resized | 56 | 8 |
| gates cloned | 0 | 0 |
Power and IR drop assume default switching activity.

**/design/flow/config.mk**
```make
export PLATFORM = sky130hd
export DESIGN_NAME = Second_Counter
export DESIGN_NICKNAME = Second_Counter
export VERILOG_FILES = /design/flow/design.v
export SDC_FILE = /design/flow/constraint.sdc
export NUM_CORES = 4
export LEC_CHECK = 1
export CORE_AREA = 10 10 70 70
export DIE_AREA = 0 0 80 80
```
**/design/flow/constraint.sdc**
```tcl
current_design Second_Counter

set clk_period 1.3
set clk_io_pct 0.2

create_clock -name clk0 -period $clk_period [get_ports {Clk}]

set non_clock_inputs [all_inputs -no_clocks]
set_input_delay [expr $clk_period * $clk_io_pct] -clock clk0 $non_clock_inputs
set_output_delay [expr $clk_period * $clk_io_pct] -clock clk0 [all_outputs]
```
**/design/flow/design.v**
```verilog
`timescale 1ns / 1ps
module Second_Counter(
    input Clk, Reset,
    output Q,       
    output [3:0] Display_Ten
    );
reg[3:0] Present_State, Next_State;
parameter S0 = 4'b0000;   
parameter S1 = 4'b0001;   
parameter S2 = 4'b0010;   
parameter S3 = 4'b0011;   
parameter S4 = 4'b0100;   
parameter S5 = 4'b0101;   
parameter S6 = 4'b0110;   
parameter S7 = 4'b0111;   
parameter S8 = 4'b1000;   
parameter S9 = 4'b1001;   
always @(posedge Clk, posedge Reset)
    if(Reset)
        Present_State = S0;            
    else 
        Present_State = Next_State;  
always@(*)               
    case(Present_State)  
    S0: Next_State = S1;     
    S1: Next_State = S2;     
    S2: Next_State = S3;     
    S3: Next_State = S4;     
    S4: Next_State = S5;     
    S5: Next_State = S6;     
    S6: Next_State = S7;     
    S7: Next_State = S8;     
    S8: Next_State = S9;     
    S9: Next_State = S0;     
    default: Next_State = S0;    
endcase
assign Display_Ten = Present_State[3:0];  
endmodule
```
**/design/flow/run.sh**
```bash
#!/bin/bash
# OpenROAD 26Q1-2900-gdf79404cd8, Yosys 0.63+post, stock flow scripts
make -C /OpenROAD-flow-scripts/flow DESIGN_CONFIG=/design/flow/config.mk WORK_HOME=/design/flow/orfs finish
```
==> results_dict.tcl <==
# metrics dict for downstream scripts
set metrics [dict create \
    synthAoiAreaFrac 0.0881 \
    mux_area_frac 0 \
    warnings 27 \
    core_um2 3420 \
    most_common_cell "dfrtp_1" \
    cpPeakStageDelay_ps 370 \
    max-vdd-ir-drop_uv 445 \
    path_cells "dlygate4sd2_1" \
    routabilityCongestion 0.714 \
    hold-worst-slack_ps 211 \
    ys_seq_frac 0.503 \
    seq_area_um2 100 \
    ys_area_um2 199 \
    cap_violations 0 \
    drt_first_iter_violations 9 \
    cts_buffers 3 \
    post-route-drc-count 0 \
    async_reset_ff_frac 1.00 \
    min_period_ps 1130 \
    synth-xor-area-share 0 \
    reg2reg_depth 4 \
    grt_usage 0.0200 \
    edf_count 0 \
    finClkSkew_ps 0.466 \
    fp_util 0.0582 \
    adder_share 0.189 \
    path_class "register to primary output" \
    cts_tree "yes" \
    finalNonFillerCells 76 \
    via_per_inst 2.34 \
    final_util 0.101 \
    clockBufferDepth 2 \
    yosys.area_share.simple 0.107 \
    netlist.area_leader.share 0.503 \
    vias 178 \
    syn_area_um2 199 \
    port-buffer-count 5 \
    antenna_found_initial 0 \
    hpwl_um 441 \
    grt_max_degree 6 \
    fill_cells 411 \
    die-area_um2 6400 \
    clkSinkCount 4 \
    synthCells 19 \
    wl_per_cell_um 7.68 \
    rsz0062_at_grt "false" \
    drv_slew 0 \
    drive_gt1_frac 0.233 \
    ys.flops 4 \
    ys_top_cells_by_count "dfrtp_1 (4), ha_1 (3), inv_1 (3)" \
    start_kind "register" \
    first_pass_iters 4 \
    avgSynthCellArea_um2 10.5 \
    r2r_start "Present_State[0]$_DFF_PP0_" \
    gr-total-overflow 0 \
    setup-violations-final 0 \
    combGateArea_um2 80.1 \
    postCtsHoldBufs 0 \
    grt_pass1_wl_um 986 \
    crit_family "flip-flops" \
    clock_latency_ps 240 \
    min-delay-path-class "input pin to async pin" \
    row_count 21 \
    cts.htree.levels 1 \
    fmax_mhz 886 \
    top_cells_by_area "dfrtp_1 (50%), ha_1 (19%), inv_1 (5.7%), o21ai_0 (5.0%), a211oi_1 (3.8%)" \
    cp.depth 1 \
    wl_um 584 \
    dp_cells 69 \
    critPathMaxFanout 2 \
    cp-end-kind "primary output" \
    synth_warnings 2 \
    clkTransAtPathRegs_ps 40 \
    area_delta_synth_final_pct 74.2 \
    critPathBufInv 1 \
    run_status "finished clean" \
    power_density_nw_per_um2 836 \
    die_w_um 80 \
    crit_start "Present_State[0]$_DFF_PP0_" \
    cp.arrival_ps 870 \
    largest_register_ffs 4 \
    ios 7 \
    diodes 0 \
    grt_pass1_vias 196 \
    synth_cell_types 11 \
    ys_cells 19 \
    hold_viol 0 \
    total_leakage_power_nw 0.163 \
    die_h_um 80 \
    cts_root_buffer "clkbuf_4" \
    fin_tns_setup_ps 0 \
    required_ps 1040 \
    synth_area_leader_cell "dfrtp_1" \
    cp_slowest_cell "dfrtp_1" \
    ff_type "dfrtp_1" \
    period_used_share 0.868 \
    ant_nets 0 \
    synthTopLogicFamily "adder cells" \
]
## path summary, 6_finish.rpt
kind	to	slack [ps]
hold / removal	Present_State[3]$_DFF_PP0_	210
min in group clk0	Present_State[1]$_DFF_PP0_	550
setup reg to reg	Present_State[1]$_DFF_PP0_	270
hold reg to reg	Present_State[1]$_DFF_PP0_	550
setup / recovery	Display_Ten[0]	170
max in group asynchronous	Present_State[0]$_DFF_PP0_	930
## metal layers
layer,part of all wire,track usage,vias to the layer above
met2,0.32,0.0209,9
met5,0,0,-
li1,-,-,80
met3,0.087,0.0159,0
met4,0,0.00528,0
met1,0.59,0.0288,89
## where the power goes
part	total, mW	internal (mW)	leakage [nW]	switching (mW)
registers	0.125	0.125	0.0513	0
clock network	0.159	0.104	0.0138	0.0554
logic	0.00576	0.00281	0.0978	0.00295
total	0.290	0.232	0.163	0.0584
## layout make-up
cell class | instances | share of cell area
flip-flops and latches | 4 | 0.289
multi-input cells | 11 | 0.231
repair buffers | 9 | 0.217
well taps | 46 | 0.166
clock buffers | 3 | 0.0650
inverters | 3 | 0.0325
## kinds of logic after synthesis
kind of cell	after synthesis
and+or+nand+nor	4
AOI/OAI and AO/OA	3
buffers and inverters	4
other	1
DFF	4
adders and majority gates	3
## stage by stage
stage | setup slack, ps | area (um2) | total power, mW
floorplan | 393 | 199 | 0.131
global placement | 117 | 299 | 0.133
global route | 132 | 347 | 0.305
detailed placement | 93.6 | 299 | 0.133
finish | 171 | 347 | 0.290
CTS | 163 | 347 | 0.294
## layout by cell type, fill, tap and decap left out
cell             instances
a211oi_1                 1
buf_4                    4
clkbuf_4                 3
clkdlybuf4s50_1          1
conb_1                   1
dfrtp_1                  4
dlygate4sd2_1            4
ha_1                     3
inv_1                    3
nand2_1                  1
nand3b_1                 1
nor2_1                   1
nor2b_1                  1
o21ai_0                  2
## repair_timing
item / in CTS / in global routing
endpoints found under the setup margin: 4 / 0
endpoints found under the hold margin: 0 / 0
buffers inserted: 4 / 0
resized: 4 / 0
Power is estimated from default activity; no workload was simulated.

[/design/flow/run.sh]
#!/bin/bash
# OpenROAD 26Q1-2900-gdf79404cd8, Yosys 0.63+post, stock flow scripts
make -C /OpenROAD-flow-scripts/flow DESIGN_CONFIG=/design/flow/config.mk WORK_HOME=/design/flow/orfs finish
[/design/flow/config.mk]
export PLATFORM = sky130hd
export DESIGN_NAME = First_Counter
export DESIGN_NICKNAME = First_Counter
export VERILOG_FILES = /design/flow/design.v
export SDC_FILE = /design/flow/constraint.sdc
export NUM_CORES = 4
export LEC_CHECK = 1
export CORE_AREA = 10 10 70 70
export DIE_AREA = 0 0 80 80
[/design/flow/constraint.sdc]
current_design First_Counter

set clk_period 1.1
set clk_io_pct 0.2

create_clock -name clk0 -period $clk_period [get_ports {Clk}]

set non_clock_inputs [all_inputs -no_clocks]
set_input_delay [expr $clk_period * $clk_io_pct] -clock clk0 $non_clock_inputs
set_output_delay [expr $clk_period * $clk_io_pct] -clock clk0 [all_outputs]
[/design/flow/design.v]
`timescale 1ns / 1ps
module First_Counter(
    input Clk, Reset,
    output Q,       
    output [3:0] Display_One
    );
reg[3:0] Present_State, Next_State;
parameter S0 = 4'b0000;   
parameter S1 = 4'b0001;   
parameter S2 = 4'b0010;   
parameter S3 = 4'b0011;   
parameter S4 = 4'b0100;   
parameter S5 = 4'b0101;   
parameter S6 = 4'b0110;   
parameter S7 = 4'b0111;   
parameter S8 = 4'b1000;   
parameter S9 = 4'b1001;   
parameter S10 = 4'b0000;  
always @(posedge Clk, posedge Reset)
    if(Reset)
        Present_State = S0;            
    else 
        Present_State = Next_State;  
always@(*)               
    case(Present_State)  
    S0: Next_State = S1;     
    S1: Next_State = S2;     
    S2: Next_State = S3;     
    S3: Next_State = S4;     
    S4: Next_State = S5;     
    S5: Next_State = S6;     
    S6: Next_State = S7;     
    S7: Next_State = S8;     
    S8: Next_State = S9;     
    S9: Next_State = S10;     
    S10: Next_State = S1;    
    default: Next_State = S0;    
endcase
assign Q =(Present_State == S10)? 1'b1:1'b0;    
assign Display_One = Present_State[3:0];     
endmodule
==> flow_summary.json <==
{
  "ys_warn_count": 1,
  "core_um2": 3420,
  "synth_area_um2": 206,
  "cts_buffers": 3,
  "hold_viol": 0,
  "timing.hold.ws_ps": 173,
  "routabilityCongestion": 0.694,
  "gr-usage-all-layers_pct": 2.34,
  "dpl.cell_count": 75,
  "rsz0062_at_grt": "yes",
  "period_used_pct": 122,
  "grt_antenna_before_repair": 0,
  "top_usage_layer": "met1",
  "leakage_nw": 0.200,
  "cp-start-kind": "flip-flop",
  "synth_flops": 4,
  "criticalPathCategory": "flip-flop to output port",
  "setup.worst_path.end_class": "output port",
  "antenna_cells": 0,
  "grt_max_degree": 6,
  "violations": "setup timing",
  "die_area_um2": 6400,
  "drt-initial-drc-count": 10,
  "warnings": 29,
  "ys_seq_share_pct": 48.5,
  "io_pins": 7,
  "worstMarginPinSlew_ps": 163,
  "dr_total_vias": 203,
  "fp.dieH_um": 80,
  "design_area_um2": 478,
  "r2r-end": "Present_State[2]$_DFF_PP0_",
  "synth_cells": 19,
  "relSlewSlack_pct": 89.1,
  "htree_levels": 1,
  "fp_util_pct": 6.04,
  "holdBufCountCts": 0,
  "finClkSkew_ps": 3.42,
  "vdd_ir_drop_max_mv": 0.0995,
  "slew_viol_final": 0,
  "finalCriticalPeriod_ps": 1340,
  "wl_per_cell_um": 8.12,
  "drive_gt1_share_pct": 66.7,
  "ff2ff_setup_slack_ps": -80,
  "ys_types": 11,
  "pwr_density_cell_nw_per_um2": 706,
  "setup_viol": 3,
  "yosys_area_um2": 206,
  "clock_path_buffers": 2,
  "syn_area_per_cell_um2": 10.9,
  "drc": 0,
  "timing.fmax_mhz": 748,
  "path_clk_slew_ps": 40,
  "numPortBuffers": 6,
  "grt_overflow_total": 0,
  "ctsRootBufferMaster": "clkbuf_4",
  "worst_path_max_delay_cell": "dfrtp_1",
  "dr.pass1.iters": 3,
  "p_total_mw": 0.337,
  "met2_usage_pct": 2.57,
  "place_area_um2": 354,
  "areaGrowthSynthToFinish_pct": 132,
  "layout_top_cells": "8 x buf_6, 5 x buf_4, 4 x dfrtp_1",
  "tritoncts": "done",
  "fp-row-count": 21,
  "cts.sinks": 4,
  "lay_top_count": "buf_6",
  "via_per_inst": 2.39,
  "crit_arrival_ps": 1120,
  "hp-class": "primary input to asynchronous set/reset pin",
  "use_met1_pct": 2.74,
  "reg2reg_from": "Present_State[0]$_DFF_PP0_",
  "final_cells": 85,
  "critical_path.max_fanout": 2,
  "grt_pass1_wl_um": 1180,
  "reg2reg_depth": 5,
  "die_w_um": 80,
  "maxCapViolCount": 0,
  "grt_pass1_vias": 259,
  "cp.required_ps": 880,
  "slowest_delay_ps": 380,
  "ys_cells": 19,
  "final.setup.worst_slack_ps": -238,
  "drtAntennaViolNets": 0,
  "use_met3_pct": 2.61,
  "drt_wl_total_um": 690,
  "path_cells": "inv_1 > ha_2 > nor3b_2 > buf_2",
  "clk_latency_ps": 230,
  "largest_reg_flops": 4,
  "outcome": "finished with violations"
}
-- critical path: cells and delay by family, from the launching register on --
kind	cells	cell delay, ps
buffers and inverters	2	180
flip-flops	1	380
AND/OR/NAND/NOR	1	150
adder cells (fa/ha/maj)	1	170
-- cells in the mapped netlist --
library cell | count | share of area (%)
dfrtp_1 | 4 | 48
ha_1 | 3 | 18
nor2b_1 | 1 | 3.0
nand2b_1 | 1 | 3.0
a21oi_2 | 1 | 4.2
nor3b_1 | 1 | 3.6
o21ai_0 | 2 | 4.8
nand3b_1 | 1 | 3.6
nand2_1 | 1 | 1.8
inv_1 | 3 | 5.5
or2b_1 | 1 | 3.6
-- timing repair --
action                                  4_1_cts  5_1_grt
endpoints found under the setup margin        6        6
pin swaps                                     2        4
buffers inserted                              6        5
resized                                      28        8
-- report_power, final --
group	switching, mW	leakage, nW	internal [mW]
logic	0.00324	0.135	0.00332
clock network	0.0607	0.0138	0.122
registers	0	0.0513	0.148
total	0.0639	0.200	0.273
-- worst max path at each step --
stage                              start  to  slack, ps  cells after the start
finish        Present_State[1]$_DFF_PP0_   Q       -240                      4
global route  Present_State[0]$_DFF_PP0_   Q       -320                      4
CTS           Present_State[0]$_DFF_PP0_   Q       -250                      4
-- area by class of cell --
type / count / area (um^2)
fillers: 387 / 2940
repair buffers: 17 / 153
multi-input cells: 12 / 134
flip-flops and latches: 4 / 100
well taps: 46 / 57.6
clock buffers: 3 / 22.5
inverters: 3 / 11.3
-- metal layers --
metal  vias to the layer above  wire [um]
met3                         2        126
met1                        92        315
li1                        100          -
met2                         9        241
met4                         0          8
met5                         -          0
-- cells by family (layout without fill, tap and decap cells) --
| family | Yosys count | count (layout) | share of synthesized area [%] |
|---|---|---|---|
| buf+inv | 3 | 23 | 5.45 |
| compound gates | 3 | 3 | 9.09 |
| simple gates | 6 | 6 | 18.8 |
| fa+ha+maj | 3 | 3 | 18.2 |
| flops | 4 | 4 | 48.5 |
-- per-stage QoR --
step / utilization [%] / setup slack, ps / setup TNS (ps)
final: 14.0 / -238 / -322
after global routing: 14.0 / -318 / -518
after CTS: 13.2 / -253 / -608
after detailed placement: 10.4 / -429 / -651
after global placement: 10.4 / -412 / -602
after floorplan: - / 138 / 0
No activity file was given, so power comes from the tool's default toggle rates.
